File: design/flow/config.mk
export PLATFORM = sky130hd
export DESIGN_NAME = Functional_Unit
export DESIGN_NICKNAME = Functional_Unit
export VERILOG_FILES = /design/flow/design.v
export SDC_FILE = /design/flow/constraint.sdc
export NUM_CORES = 4
export LEC_CHECK = 1
export CORE_AREA = 10 10 83 83
export DIE_AREA = 0 0 93 93
File: design/flow/constraint.sdc
current_design Functional_Unit

set clk_period 7.9
set clk_io_pct 0.2

create_clock -name clk0 -period $clk_period

set non_clock_inputs [all_inputs -no_clocks]
set_input_delay [expr $clk_period * $clk_io_pct] -clock clk0 $non_clock_inputs
set_output_delay [expr $clk_period * $clk_io_pct] -clock clk0 [all_outputs]
File: design/flow/design.v
`timescale 1ns/1ps
module Functional_Unit(instruction, A, B, F);
    input wire [2:0] instruction;
    input wire [7:0] A;
    input wire [7:0] B;
    output [7:0] F;
    reg [7:0]F;
    always @(instruction or A or B) begin
        case (instruction)
        3'b000: F = A + B;
        3'b001: F = A +~B;
        3'b010: F = A & B;
        3'b011: F = A | B;
        3'b100: F = A ^ B;
        3'b101: F = (A >> 1) + B;
        3'b110: F = ({A[0], A[7:1]}) + B;
        3'b111: F = ({A[6:0], A[7]}) + B;
        endcase
    end
endmodule
File: design/flow/run.sh
#!/bin/bash
# OpenROAD 26Q1-2900-gdf79404cd8, Yosys 0.63+post, stock flow scripts
make -C /OpenROAD-flow-scripts/flow DESIGN_CONFIG=/design/flow/config.mk WORK_HOME=/design/flow/orfs finish
==> reports/summary.json <==
{
  "initial_core_util": {"value": 28.51, "unit": "%"},
  "synth_cell_count_leaders": {"value": "30 x sky130_fd_sc_hd__ha_1, 23 x sky130_fd_sc_hd__inv_1, 20 x sky130_fd_sc_hd__a21oi_1"},
  "sequential_cell_area_in_the_final_layout": {"value": 0, "unit": "um2"},
  "vias": {"value": 1501},
  "synth.yosys.chip_area": {"value": 0.001465, "unit": "mm2"},
  "core_area": {"value": 0.005140, "unit": "mm2"},
  "floorplan.io_pins": {"value": 27},
  "grt_max_degree": {"value": 31},
  "slew_headroom": {"value": 57.31, "unit": "%"},
  "cp-startpoint": {"value": "instruction[0]"},
  "vdd_drop_max": {"value": 0.01810, "unit": "mV"},
  "worst-path-max-fanout": {"value": 26},
  "globalRoute.totalOverflow": {"value": 0},
  "whs_path_depth": {"value": 4},
  "via_count_of_the_first_global_routing_pass": {"value": 1382},
  "floorplan.die.width": {"value": 93, "unit": "um"},
  "first_pass_grt_wire_length": {"value": 6.893, "unit": "mm"},
  "timing_worst_slew_pin_value": {"value": 0.6381, "unit": "ns"},
  "setup_viol_count_final": {"value": 0},
  "place.detailed.hpwl": {"value": 3.311, "unit": "mm"},
  "synth_sequential_area_ratio": {"value": 0, "unit": "%"},
  "post_cts_resized": {"value": 0},
  "accumulated_negative_setup_slack": {"value": 0, "unit": "ns"},
  "grt_setup_unrepaired": {"value": "false"},
  "min_period": {"value": 6.735, "unit": "ns"},
  "antenna_found_initial": {"value": 0},
  "synth.yosys.num_cells": {"value": 205},
  "type_of_the_worst_setup_path": {"value": "primary input to output pin"},
  "critical_path.endpoint_type": {"value": "output pin"},
  "synth_cell_type_count": {"value": 41},
  "finish.instance_area": {"value": 0.001800, "unit": "mm2"},
  "worstHoldPathType": {"value": "primary input to output pin"},
  "io_buffer_count": {"value": 27},
  "post-synth-top-count-cell": {"value": "sky130_fd_sc_hd__ha_1"},
  "layout-drive-gt1-share": {"value": 3.125, "unit": "%"},
  "postSynthCellCount": {"value": 205},
  "post_cts.repair.setup_buffers": {"value": 0},
  "top_area_cell": {"value": "sky130_fd_sc_hd__ha_1"},
  "row_count": {"value": 26},
  "topCellsByArea": {"value": "sky130_fd_sc_hd__ha_1 26%, sky130_fd_sc_hd__a21oi_1 6.8%, sky130_fd_sc_hd__mux2i_1 6.1%, sky130_fd_sc_hd__inv_1 5.9%, sky130_fd_sc_hd__xnor2_1 4.8%"},
  "dominant_cell_area_share": {"value": 25.62, "unit": "%"},
  "cp.required": {"value": 6.32, "unit": "ns"},
  "layout.filler_cells": {"value": 571},
  "seq_cells": {"value": 0},
  "tcrit_tclk_final": {"value": 85.25, "unit": "%"},
  "grt_resource_usage_total": {"value": 9.347, "unit": "%"},
  "achievable-frequency": {"value": 148.5, "unit": "MHz"},
  "mi_logic_area": {"value": 0.001334, "unit": "mm2"},
  "critPathLaunchType": {"value": "primary input"},
  "endpoint_with_the_worst_hold_slack": {"value": "F[0]"},
  "p_per_area": {"value": 74.53, "unit": "mW/mm2"},
  "worst_hold_start": {"value": "instruction[1]"},
  "yosys_warning_count": {"value": 1},
  "vias_per_cell": {"value": 5.105},
  "final.clkbuf_count": {"value": 0},
  "chipArea": {"value": 0.008649, "unit": "mm2"},
  "first_pass_iters": {"value": 4},
  "antenna_cells_inserted": {"value": 0},
  "status": {"value": "completed"},
  "dieHeight": {"value": 93, "unit": "um"},
  "totalWireLength": {"value": 4.154, "unit": "mm"},
  "slew_viol_final": {"value": 0},
  "post_drt_wl_per_cell": {"value": 14.13, "unit": "um"},
  "routabilityCongestion": {"value": 0.8469},
  "drt_first_iter_violations": {"value": 162},
  "stage_log_warnings": {"value": 47},
  "power.leakage": {"value": 0.8315, "unit": "nW"},
  "dpl_cell_area": {"value": 0.001800, "unit": "mm2"},
  "ant_nets": {"value": 0},
  "avgSynthCellArea": {"value": 7.147, "unit": "um2"},
  "post-route-drc-count": {"value": 0},
  "max-cap-violations": {"value": 0},
  "hold_buffers": {"value": 0},
  "area_delta_synth_final": {"value": 22.89, "unit": "%"},
  "synth.cell_area": {"value": 0.001465, "unit": "mm2"},
  "hold_viol_final": {"value": 0},
  "crit_arrival": {"value": 5.15, "unit": "ns"}
}
layer usage:
layer,routed length (um),global-route usage (%),vias to the layer above
met3,256,0.8885,4
met4,16,0.2571,0
met1,2020,14.08,669
met5,0,0,-
li1,-,-,779
met2,1861,14.78,49
critical path, cell delays in order:
cell	delay, ns
sky130_fd_sc_hd__clkdlybuf4s50_1	0.76
sky130_fd_sc_hd__buf_4	0.37
sky130_fd_sc_hd__o21ai_2	0.17
sky130_fd_sc_hd__a21o_1	0.23
sky130_fd_sc_hd__ha_1	0.21
sky130_fd_sc_hd__fa_1	0.42
sky130_fd_sc_hd__a21o_1	0.19
sky130_fd_sc_hd__a21oi_1	0.21
sky130_fd_sc_hd__o21bai_1	0.09
sky130_fd_sc_hd__a21oi_1	0.18
sky130_fd_sc_hd__xor2_1	0.09
sky130_fd_sc_hd__o21ai_0	0.16
sky130_fd_sc_hd__clkdlybuf4s50_1	0.49
power breakdown:
part           internal [mW]  leakage, nW  switching, mW
sequential                 0            0              0
clock                      0            0              0
combinational         0.0680        0.832         0.0662
stage by stage:
stage	utilization, %	total power, mW	cells	worst slack (ns)	hold WS (ns)
final	35.03	0.1342	294	1.165	4.411
after global routing	35.03	0.1500	294	0.8949	4.482
after CTS	35.03	0.1353	294	1.149	4.420
after detailed placement	35.03	0.1345	294	1.151	4.411
after global placement	35.03	0.1347	294	1.204	4.421
after floorplan	-	0.08556	205	2.558	3.317
cells in the final DEF, fill, tap and decap left out, types with 3 or more instances in the layout:
master,count
sky130_fd_sc_hd__buf_4,3
sky130_fd_sc_hd__xor2_1,4
sky130_fd_sc_hd__nand3_1,3
sky130_fd_sc_hd__a32oi_1,4
sky130_fd_sc_hd__nor2b_1,3
sky130_fd_sc_hd__a211oi_1,6
sky130_fd_sc_hd__a22o_1,3
sky130_fd_sc_hd__xnor2_1,8
sky130_fd_sc_hd__o31ai_1,3
sky130_fd_sc_hd__o21ai_0,13
sky130_fd_sc_hd__nand2_1,14
sky130_fd_sc_hd__clkdlybuf4s50_1,27
sky130_fd_sc_hd__mux2i_1,9
sky130_fd_sc_hd__inv_1,23
sky130_fd_sc_hd__ha_1,30
sky130_fd_sc_hd__a21oi_1,20
sky130_fd_sc_hd__a21o_1,8
sky130_fd_sc_hd__nor3_1,5
sky130_fd_sc_hd__nor2_1,11
final cells by class:
cell class                 instances  share of cell area, %
timing repair buffer              30                  16.26
inverter                          23                  4.795
multi-input combinational        171                  74.08
tap                               70                  4.864
cells by family after synthesis:
family	after synthesis	share of synthesized area (%)
multiplexers	9	6.149
AND-OR/OR-AND	76	36.12
AND/OR/NAND/NOR	42	13.24
adder cells (fa/ha/maj)	32	28.35
XOR/XNOR	12	7.173
buffers and inverters	34	8.966
worst max path at each step:
stage	end	slack, ns	cells after the start
6_report	F[6]	1.17	13
5_1_grt	F[6]	0.89	13
4_1_cts	F[6]	1.15	13
Power is estimated from default activity; no workload was simulated.
